$ cat flow/design.v
`timescale 1ns/1ns
module multiplier(a, b, result);
	input [31:0] a,b;
	output reg [31:0] result;
	wire sign_a = a[31];
 	wire sign_b = b[31];
	wire [22:0] mantissa_a = a[22:0];
	wire [22:0] mantissa_b = b[22:0];
	wire [7:0] exp_a = a[30:23];
	wire [7:0] exp_b = b[30:23];
	reg sign_r;
	reg [7:0] exp_r;
	reg [47:0] mantissa_r;
	always @(*) begin
		sign_r = sign_a ^ sign_b;
		if (a == 0 || b == 0) result = 0;
		else if (a == 32'h7F800000 || b == 32'h7F800000 || a == 32'hFF800000 || b == 32'hFF800000) begin
			result = {sign_r, 8'hFF, 23'b0};
		end
		else begin
			exp_r = exp_a + exp_b - 127;
			mantissa_r = {1'b1, mantissa_a} * {1'b1, mantissa_b};
			if (mantissa_r[47] == 1'b1) begin
				mantissa_r = mantissa_r >> 1;
				exp_r = exp_r + 1;
			end
			result = {sign_r, exp_r, mantissa_r[45:23]};
		end
	end
endmodule
$ cat flow/run.sh
#!/bin/bash
# OpenROAD 26Q1-2900-gdf79404cd8, Yosys 0.63+post, stock flow scripts
make -C /OpenROAD-flow-scripts/flow DESIGN_CONFIG=/design/flow/config.mk WORK_HOME=/design/flow/orfs finish
$ cat flow/config.mk
export PLATFORM = sky130hd
export DESIGN_NAME = multiplier
export DESIGN_NICKNAME = multiplier
export VERILOG_FILES = /design/flow/design.v
export SDC_FILE = /design/flow/constraint.sdc
export NUM_CORES = 4
export LEC_CHECK = 1
export CORE_UTILIZATION = 50
$ cat flow/constraint.sdc
current_design multiplier

set clk_period 38.5
set clk_io_pct 0.2

create_clock -name clk0 -period $clk_period

set non_clock_inputs [all_inputs -no_clocks]
set_input_delay [expr $clk_period * $clk_io_pct] -clock clk0 $non_clock_inputs
set_output_delay [expr $clk_period * $clk_io_pct] -clock clk0 [all_outputs]
==> reports/results.tsv <==
stage	metric	value	unit
logic_synthesis	netlist_area	19700	µm²
logic_synthesis	synth_simple_gate_area_share	17.59	%
global_route	first_global_vias	16466	
drt	firstDrtPassIters	8	
sta	fin_ws	14.34	ns
global_route	grt_max_degree	33	
sta	post-route-period-util	62.74	%
global_route	antenna_found_initial	0	
drt	vias_per_cell	5.332	
cells_and_area	synthToLayoutAreaGrowth	8.033	%
clocking	hold_buffers	0	
logic_synthesis	yosysChipArea	19700	µm²
worst_hold_path	hold_class	input port to output pin	
sta	hold_viol_final	0	
logic_synthesis	yosys.area.top_type_share	48.97	%
sta	maxSlewViolCount	0	
drt	antennaDiodeCount	0	
logic_synthesis	seq_area_frac_synth	0	%
floorplanning	coreArea	38740	µm²
critical_path	crit_type	input port to output pin	
drt	ant_nets	0	
run	maxCapViolations	0	
logic_synthesis	top_area_cell	fa_1	
logic_synthesis	xor_share	1.245	%
logic_synthesis	synth.area.top_cells	fa_1 49%, ha_1 12%, inv_1 11%, and2_1 7.6%, nand2_1 5.5%	
critical_path	timing.critical_path.from_type	input port	
cells_and_area	fillers	3546	
sta	fmax	41.40	MHz
cells_and_area	n_clock_buffer	0	
floorplanning	ios	96	
critical_path	worstPathRequired	30.80	ns
logic_synthesis	top_logic_kind	adder cells	
placement	dp_hpwl	42790	µm
sta	period_minus_slack	24.16	ns
logic_synthesis	ys_cells	2314	
global_route	grt_overflow	0	
critical_path	arrival	16.46	ns
logic_synthesis	syn-mean-instance-area	8.515	µm²
sta	rsz0062_at_grt	no	
floorplanning	dieArea	40200	µm²
sta	tightestPinTransition	0.9184	ns
logic_synthesis	common_cells	603 x inv_1, 482 x fa_1, 291 x nand2_1, 240 x and2_1, 183 x ha_1	
run	warning_count	33	
cells_and_area	regArea	0	µm²
placement	gp_congestion	0.9877	
placement	port_buffers	96	
sta	tns	0	ns
drt	drtIter0Drc	572	
floorplanning	row_count	72	
clocking	post_cts_resized	0	
outcome	outcome	finished clean	
cells_and_area	drive_above_1_share	2.591	%
global_route	grt_usage	31.63	%
clocking	post_cts_buffers	0	
floorplanning	fp_util	50.86	%
logic_synthesis	synth_cells	2314	
logic_synthesis	yosysMostFrequentCell	inv_1	
logic_synthesis	mux_share	0.1524	%
drt	vias	15313	
drt	routedWlPerCell	19.50	µm
logic_synthesis	yosys_warnings	1	
drt	drt_wl_total	55990	µm
global_route	grt_pass1_wl	90500	µm
drt	drc	0	
floorplanning	die_h	200.5	µm
logic_synthesis	ys_sh_adder	60.60	%
sta	setup_violations	0	
logic_synthesis	synth_cell_type_count	62	
logic_synthesis	post_synth_ao_oa_area_fraction	6.776	%
critical_path	crit_fanout	27	
critical_path	critPathCaptureType	output pin	
floorplanning	die_x	200.5	µm
placement	post-place-ws	14.42	ns
cells_and_area	ff_count	0	
sta	max_slew_margin	38.77	%
==> worst max-delay path: stages <==
cell and delay [ns]:
clkdlybuf4s50_1 0.45, buf_4 0.25, clkinv_1 0.38, nor2_1 0.24
fa_1 0.46, fa_1 0.51, inv_1 0.05, fa_1 0.47
inv_1 0.05, fa_1 0.49, inv_1 0.05, fa_1 0.54
inv_1 0.05, fa_1 0.48, inv_1 0.05, fa_1 0.47
inv_1 0.04, ha_1 0.31, and3_1 0.21, nand4_1 0.11
nor3_1 0.06, a2111o_1 0.47, a2111oi_2 0.49, o31a_1 0.32
and3_1 0.80, nor2_1 0.12, a311oi_1 0.29, clkdlybuf4s50_1 0.50
==> final timing paths <==
path,start,endpoint,slack (ns),depth (start not counted)
hold / removal,b[31],result[31],16.44,4
setup / recovery,b[8],result[27],14.34,28
==> kinds of logic after synthesis <==
logic type,count (synthesis)
mux,3
buf+inv,713
compound gates,205
xor+xnor,28
fa+ha+maj,665
simple gates,700
==> cells in the final DEF, fill, tap and decap left out, drive strengths merged, types with 3 or more instances in the layout <==
cell and count:
a2111o 3, a2111oi 4, a211o 7, a21o 21, a21oi 74, a22oi 3, a31o 4, a31oi 9
and2 240, and3 9, and4 4, buf 52, clkdlybuf4s50 96, fa 482, ha 183, inv 603
mux2i 3, nand2 291, nand2b 3, nand3 29, nand4 18, nor2 65, nor3 10, nor3b 4
nor4 15, o211ai 9, o21a 5, o21ai 36, o21bai 8, or2 3, xnor2 17, xor2 11
==> routing by layer <==
metal  track usage [%]  part of all wire [%]  up-vias
met4             7.988                   3.5        4
met1             44.20                    38     7530
met5             1.905                  0.13        -
met3             14.09                    12      100
met2             47.37                    47      731
li1                  -                     -     6948
==> through the flow <==
step	area [µm²]	std cells	utilization, %	hold slack [ns]
2_1_floorplan	19700	2314	-	15.47
3_3_place_gp	21290	2872	54.95	16.45
3_5_place_dp	21290	2872	54.95	16.45
4_1_cts	21290	2872	54.95	16.45
5_1_grt	21290	2872	54.95	16.47
6_report	21290	2872	54.95	16.44
==> cell type report <==
cell class / count / area [µm²] / area share [%]
Tap cell: 518 / 648.1 / 3.045
Multi-Input combinational cell: 1601 / 17020 / 79.94
Inverter: 605 / 2271 / 10.67
Timing Repair Buffer: 148 / 1351 / 6.348
