**flow/config.mk**
```make
export PLATFORM = sky130hd
export DESIGN_NAME = mux_2
export DESIGN_NICKNAME = mux_2
export VERILOG_FILES = /design/flow/design.v
export SDC_FILE = /design/flow/constraint.sdc
export NUM_CORES = 4
export LEC_CHECK = 1
export CORE_AREA = 10 10 71 71
export DIE_AREA = 0 0 81 81
```
**flow/constraint.sdc**
```tcl
current_design mux_2

set clk_period 1.0
set clk_io_pct 0.2

create_clock -name clk0 -period $clk_period

set non_clock_inputs [all_inputs -no_clocks]
set_input_delay [expr $clk_period * $clk_io_pct] -clock clk0 $non_clock_inputs
set_output_delay [expr $clk_period * $clk_io_pct] -clock clk0 [all_outputs]
```
**flow/design.v**
```verilog
`timescale 1ns/1ns
module mux_2(in_0, in_1, select, out);
	input [31:0] in_0, in_1;
	input select;
	output [31:0] out;
	assign out = select ? in_1 : in_0;
endmodule
```
**flow/run.sh**
```bash
#!/bin/bash
# OpenROAD 26Q1-2900-gdf79404cd8, Yosys 0.63+post, stock flow scripts
make -C /OpenROAD-flow-scripts/flow DESIGN_CONFIG=/design/flow/config.mk WORK_HOME=/design/flow/orfs finish
```
==> impl_metrics.env <==
# yosys + openroad results
export IMPL_status="complete, but fails checks"
export IMPL_violations="negative setup slack"
export IMPL_ys_cells=36
export IMPL_p_switching_mw=0.137
export IMPL_num_rows=22
export IMPL_dpl_hpwl_um=2500
export IMPL_maxSlewViolCount=0
export IMPL_ir_worst_vdd_uv=169
export IMPL_min_delay_path_class="input pin to output pin"
export IMPL_crit_type="input pin to output pin"
export IMPL_flops=0
export IMPL_place_area_sq_um=1540
export IMPL_syn_area_sq_um=544
export IMPL_ant_nets=0
export IMPL_drtIter0Drc=3
export IMPL_intPower_mw=0.487
export IMPL_viasPerCell=3.82
export IMPL_layout_setup_ws_ps=-179
export IMPL_p_leak_nw=0.872
export IMPL_yosysTopAreaCellShare_pct=82.8
export IMPL_vias=715
export IMPL_die_height_um=81
export IMPL_cp_max_fo=6
export IMPL_holdCritStartpoint="in_1[29]"
export IMPL_ys_area_sq_um=544
export IMPL_total_power_mw=0.624
export IMPL_place_gp_congestion=0.832
export IMPL_design_area_sq_um=1590
export IMPL_layout_top_cells="dlygate4sd2_1 (51), mux2_4 (31), buf_6 (23), buf_2 (13), clkdlybuf4s50_1 (9)"
export IMPL_setup_viol=32
export IMPL_track_usage_pct=7.79
export IMPL_maxCapViolCount=0
export IMPL_ys_warn_count=0
export IMPL_drive_above_1_share_pct=54.0
export IMPL_end_kind="output pin"
export IMPL_cp_required_ps=800
export IMPL_initial_utilization_pct=15.0
export IMPL_wl_um=2880
export IMPL_tightestPinTransition_ps=87.0
export IMPL_area_growth_pct=192
export IMPL_synthCells=36
export IMPL_fin_crit_ps=1180
export IMPL_avgSynthCellArea_sq_um=15.1
export IMPL_postSynthSeqShare_pct=0
export IMPL_grt_pass1_vias=764
export IMPL_pwr_density_cell_nw_per_um2=392
export IMPL_p_seq_share_pct=0
export IMPL_core_area_sq_um=3630
export IMPL_synthTopCellsByArea="mux2_4 (83%), buf_12 (11%), mux2_2 (4.1%)"
export IMPL_final_hold_viol_count=0
export IMPL_finalCritPeriodShare_pct=118
export IMPL_n_clock_buffer=0
export IMPL_wl_per_cell_um=15.4
export IMPL_holdPathStages=3
export IMPL_tool_warnings=34
export IMPL_critical_path_arrival_ps=980
export IMPL_grt_max_degree=11
export IMPL_synth_distinct_cells=4
export IMPL_diodes=0
export IMPL_layout_top_cell="dlygate4sd2_1"
export IMPL_rsz0062_at_grt="yes"
export IMPL_ios=97
export IMPL_grt_pass1_wl_um=4140
export IMPL_p_comb_share_pct=100.0
export IMPL_flop_area_sq_um=0
export IMPL_synth_top_cell_by_area="mux2_4"
export IMPL_pwr_share_clk_pct=0
export IMPL_fmax_mhz=848
export IMPL_first_pass_iters=2
export IMPL_fillers=357
export IMPL_die_area_sq_um=6560
export IMPL_antenna_found_initial=0
export IMPL_drc=0
export IMPL_relSlewSlack_pct=94.2
export IMPL_die_x_um=81
export IMPL_hold_slack_ps=691
export IMPL_worstHoldEndpoint="out[29]"
export IMPL_portBuffers=97
export IMPL_overflow=0
export IMPL_switching_share_pct=22.0
export IMPL_startpoint_type="input pin"
[layout make-up]
| cell class | count | area, sq um | share of cell area [%] |
|---|---|---|---|
| repair buffers | 107 | 1050 | 66.2 |
| multi-input cells | 32 | 477 | 30.0 |
| well taps | 48 | 60.1 | 3.78 |
[Yosys cell counts]
library cell / number
buf_12: 3
buf_6: 1
mux2_2: 2
mux2_4: 30
[how the worst max path moves through the flow]
| stage | endpoint | slack (ps) | start | cells after the start |
|---|---|---|---|---|
| finish | out[4] | -180 | select | 5 |
| CTS | out[4] | -180 | select | 5 |
| global route | out[31] | -200 | in_1[31] | 3 |
[layer usage]
metal	wire [um]	global-route usage, %
met1	1080	9.03
met2	1450	14.3
met3	350	2.78
met4	0	0
met5	0	0
[cell families after synthesis]
group    Yosys count  synth area share, %
mux               32                 86.9
buf+inv            4                 13.1
[through the flow]
| stage | util [%] | setup TNS [ps] | setup slack, ps | instances |
|---|---|---|---|---|
| finish | 43.8 | -3300 | -179 | 187 |
| global route | 43.8 | -3860 | -196 | 187 |
| CTS | 42.3 | -3620 | -181 | 186 |
| detailed placement | 42.4 | -15810 | -512 | 179 |
| global placement | 42.4 | -15610 | -504 | 179 |
| floorplan | - | 0 | 66.9 | 36 |
[repair_timing]
action | CTS | global route
resized | 171 | 10
cloned | 2 | 0
pin swaps | 0 | 0
buffers inserted | 5 | 1
hold buffers | 0 | 0
endpoints found under the setup margin | 32 | 32
[power by group through the flow]
stage         Clock (mW)  Sequential (mW)  Combinational (mW)
CTS                    0                0               0.614
global route           0                0               0.666
finish                 0                0               0.624
[critical path: stages]
cell	delay, ps
buf_12	120
buf_12	130
buf_12	120
mux2_4	290
buf_6	110
