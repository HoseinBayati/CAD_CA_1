===== /design/flow/run.sh =====
#!/bin/bash
# OpenROAD 26Q1-2900-gdf79404cd8, Yosys 0.63+post, stock flow scripts
make -C /OpenROAD-flow-scripts/flow DESIGN_CONFIG=/design/flow/config.mk WORK_HOME=/design/flow/orfs finish

===== /design/flow/config.mk =====
export PLATFORM = sky130hd
export DESIGN_NAME = activation_func
export DESIGN_NICKNAME = activation_func
export VERILOG_FILES = /design/flow/design.v
export SDC_FILE = /design/flow/constraint.sdc
export NUM_CORES = 4
export LEC_CHECK = 1
export CORE_AREA = 10 10 70 70
export DIE_AREA = 0 0 80 80

===== /design/flow/constraint.sdc =====
current_design activation_func

set clk_period 1.0
set clk_io_pct 0.2

create_clock -name clk0 -period $clk_period

set non_clock_inputs [all_inputs -no_clocks]
set_input_delay [expr $clk_period * $clk_io_pct] -clock clk0 $non_clock_inputs
set_output_delay [expr $clk_period * $clk_io_pct] -clock clk0 [all_outputs]

===== /design/flow/design.v =====
`timescale 1ns/1ns
module activation_func(in, out);
	input [31:0] in;
	output [31:0] out;
	assign out = in[31] == 1 ? 32'b0 : in;
endmodule

==> impl_metrics.toml <==
# implementation run metrics
[floorplanning]
num_io_pins = 64
initial_utilization_pct = 7.00
num_rows = 21
fp.dieH_um = 80
die_area_um2 = 6400
die_x_um = 80
core_region_area_um2 = 3420

[synth]
ys_seq_share_pct = 0
ys_warn_count = 0
yosys_area_um2 = 239
yosys_cells = 36
synth_cells = 36
synth.most_common_cell = "nor2b_1"
largest_area_cell = "nor2b_1"
syn_area_um2 = 239
top_cell_area_share_pct = 81.2
yosysUniqueCellTypes = 4
avgSynthCellArea_um2 = 6.64
area_leaders = "nor2b_1, buf_6, buf_4, conb_1"
synthTopCellsByCount = "nor2b_1, buf_6, buf_4, conb_1"

[setup_path]
path_cells = "buf_2 > buf_4 > nor2b_1 > buf_2"
worstSetupPathType = "in2out"
worstPathArrival_ps = 720
cpMaxStageDelayCell = "buf_4"
slowest_delay_ps = 160
worstPathMaxFanout = 7
start_kind = "primary input"
cp-end-kind = "output pin"
cpMostUsedCell = "buf_2"
worstPathRequired_ps = 800

[routing]
drtIter0Drc = 9
antennaDiodeCount = 0
drc = 0
vias = 455
totalWireLength_mm = 1.81
ant_nets = 0
viasPerCell = 3.14
post_drt_wl_per_cell_um = 12.5
first_pass_iters = 2

[power]
power_density_nw_per_um2 = 281
p_leak_uw = 0.000409
ir_worst_vdd_uv = 109
total_power_uw = 205

[placed_design]
postPlaceCellArea_um2 = 901
hpwl_mm = 1.55
pre_cts_ws_ps = -650
port_buffers = 63
place_congestion = 0.713

[final_layout]
area_growth_pct = 205
final_cell_area_um2 = 728
fin_util_pct = 21.3
flops = 0
comb_area_um2 = 198
drive_gt1_share_pct = 36.4
nFillCells = 416
regArea_um2 = 0
nClkBuffers = 0

[worst_hold_path]
min-delay-start = "in[15]"
worstHoldEndpoint = "out[15]"
hp-class = "in2out"
min_path_cells = 3

[sta]
fin_crit_ps = 915
setup_ws_ps = 84.7
setup_violations = 0
period_used_pct = 91.5
finalHoldViolations = 0
tns_ps = 0
drv_slew = 0
rsz0062_at_grt = "false"
max_freq_mhz = 1090

[clock_network]
cts_resized = 133
cts_hold_buffers = 0
cts_setup_buffers = 0

[global_route]
overflow = 0
antenna_found_initial = 0
grt_max_degree = 10
grt_pass1_wl_mm = 2.71
grt.total_usage_pct = 5.15
grt_pass1_vias = 508

[status]
outcome = "complete, no violations"

[flow_run]
warning_count = 32
drv_cap = 0
==> final cells by class <==
| class | instances | share of cell area [%] |
|---|---|---|
| Multi-Input combinational cell | 32 | 27.1 |
| Tap cell | 46 | 7.90 |
| Timing Repair Buffer | 67 | 64.9 |
==> worst max-delay path by stage <==
stage     startpoint      end  slack, ps  cells after the start
4_1_cts       in[31]  out[10]         70                      4
5_1_grt       in[31]  out[21]          7                      4
6_report      in[31]  out[10]         80                      4
==> cell usage in the layout, fill, tap and decap left out <==
cell	instances
buf_2	32
buf_4	1
buf_6	3
conb_1	1
dlygate4sd2_1	31
nor2b_1	31
==> through the flow <==
stage | hold slack (ps) | std cells
2_1_floorplan | 413 | 36
3_3_place_gp | 1320 | 143
3_5_place_dp | 1310 | 143
4_1_cts | 788 | 145
5_1_grt | 799 | 145
6_report | 781 | 145
==> cells by family after synthesis <==
group / count (synthesis) / share of synthesized area [%]
other: 1 / 1.57
AND/OR/NAND/NOR: 31 / 81.2
buffers and inverters: 4 / 17.3
==> worst max-delay path, delay by kind of cell <==
kind | cells | cell delay (ps)
buf+inv | 3 | 400
simple gates | 1 | 110
==> power by group <==
group	switching, µW	internal [µW]
clock	0	0
combinational	57.8	147
sequential	0	0
total	57.8	147
==> per-layer routing <==
layer,wire [µm],up-vias,track usage (%)
li1,-,228,-
met1,712,197,6.00
met2,904,30,9.31
met3,189,0,1.82
met4,0,0,0
met5,0,-,0
Power is estimated from default activity; no workload was simulated.
